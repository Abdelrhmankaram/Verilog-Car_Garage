**design/flow/config.mk**
```make
export PLATFORM = sky130hd
export DESIGN_NAME = up_down_counter
export DESIGN_NICKNAME = up_down_counter
export VERILOG_FILES = /design/flow/design.v
export SDC_FILE = /design/flow/constraint.sdc
export NUM_CORES = 4
export LEC_CHECK = 1
export CORE_AREA = 10 10 70 70
export DIE_AREA = 0 0 80 80
```
**design/flow/constraint.sdc**
```tcl
current_design up_down_counter

set clk_period 2.2
set clk_io_pct 0.2

create_clock -name clk0 -period $clk_period [get_ports {clk}]

set non_clock_inputs [all_inputs -no_clocks]
set_input_delay [expr $clk_period * $clk_io_pct] -clock clk0 $non_clock_inputs
set_output_delay [expr $clk_period * $clk_io_pct] -clock clk0 [all_outputs]
```
**design/flow/design.v**
```verilog
module up_down_counter(
  input clk,
  input reset,
  input in,
  output[5:0] cc
);
reg[5:0]counter;
always @(posedge clk or posedge reset)
begin
  if(reset)
   counter <= 0;
  else begin
   if(counter==50 && in )
    counter <=50;
   else if(counter==0 && !in )
    counter <=0;
   else begin
    if(in)
     counter <= counter + 1;
    else 
     counter <= counter - 1;
   end
  end
end
assign cc=counter;
endmodule
module up_down_counter_testbench();
 wire clk; reg reset,in; wire [5:0] counter;
 up_down_counter dut(clk, reset,in, counter);
initial begin
  in = 0;reset = 1;#100;  
  in = 0;reset = 0;#100;  
  in = 1;reset = 0;#100;  
  in = 1;reset = 0;#100;  
  in = 0;reset = 0;#100;  
  in = 1;reset = 0;#100;  
end
endmodule
```
**design/flow/run.sh**
```bash
#!/bin/bash
# OpenROAD 26Q1-2900-gdf79404cd8, Yosys 0.63+post, stock flow scripts
make -C /OpenROAD-flow-scripts/flow DESIGN_CONFIG=/design/flow/config.mk WORK_HOME=/design/flow/orfs finish
```
==> impl_metrics.tcl <==
# place-and-route summary
set metrics [dict create \
    status "complete, no violations" \
    max-cap-violations 0 \
    grtUsageMet3 0.0205 \
    die-area_um2 6400 \
    top_register "counter" \
    clk_path_buf_depth 2 \
    layout_top_cells "clkdlybuf4s50_1 (8), buf_4 (7), dfrtp_1 (6)" \
    ys_cells 56 \
    cp-start-kind "input pin" \
    rr_startpoint "counter[1]" \
    area_growth_pct 47.4 \
    cp.required_ps 2350 \
    synth_cells 56 \
    p_per_area_nw_per_um2 1360 \
    place.gp.congestion 0.729 \
    ys_warn_count 1 \
    grt_pass1_wl_mm 2.17 \
    core_util_floorplan 0.143 \
    rrSetupSlack_ps 390 \
    num_rows 21 \
    p_comb_frac 0.613 \
    drc_errors 0 \
    first_pass_iters 4 \
    hpwl_mm 1.01 \
    synth-seq-cells 6 \
    ctsHoldBuffers 0 \
    ff_type "dfrtp_1" \
    top_area_frac 0.308 \
    die_h_um 80 \
    vias 445 \
    avgSynthCellArea_um2 8.71 \
    dr.first_iter.drc_count 31 \
    placed_cell_area_um2 671 \
    min_period_over_period 0.964 \
    drt-total-wl_mm 1.20 \
    worst_pin_slew_ps 319 \
    hold_class "input pin to async pin" \
    pwr-share-seq 0.290 \
    reg_top3 "counter (6)" \
    stdcell_area_um2 719 \
    flop_area_um2 150 \
    relSlewSlack 0.787 \
    n_fill_cell 389 \
    path_max_fanout 3 \
    p_leak_nw 0.293 \
    core-area_um2 3420 \
    antenna_found_initial 0 \
    insertion_delay_ps 240 \
    timing.hold.ws_ps 409 \
    ios 9 \
    cp-end-kind "flop" \
    drive_gt1_frac 0.292 \
    met1_usage 0.0526 \
    clk_pin_slew_ps 40 \
    finalSetupViolCount 0 \
    final_max_slew_viol_count 0 \
    cts_sinks 6 \
    startpoint "in" \
    endpoint "counter[5]" \
    place.port_buffers 8 \
    final_cell_count_no_fill 118 \
    yosys_area_um2 488 \
    htreeDepth 1 \
    synth_cell_types 24 \
    grt_pass1_vias 486 \
    p_int_uw 595 \
    layout_top_cell "clkdlybuf4s50_1" \
    wl_per_cell_um 10.2 \
    hold_viol 0 \
    busiest_layer "met2" \
    cts_tree "yes" \
    grt_max_degree 10 \
    critPathArrivalTime_ps 2270 \
    ir_drop_v 0.000433 \
    power.switching_uw 386 \
    synthTopCellsByArea "dfrtp_1 (31%), ha_1 (10%), a211oi_2 (5.1%)" \
    place_inst 115 \
    overflow 0 \
    num_antenna_cells 0 \
    final.min_clock_period_ps 2120 \
    logic_area_um2 338 \
    gr-usage-all-layers 0.0405 \
    async_reset_ff_frac 1.00 \
    ys_seq_frac 0.308 \
    viasPerCell 3.77 \
    p_clk_frac 0.096 \
    fmax_mhz 472 \
    clock_skew_ps 3.04 \
    warnings 25 \
    grtUsageMet2 0.0618 \
    die_w_um 80 \
    post-synth-top-area-cell "dfrtp_1" \
    largest_reg_flops 6 \
    reg2regPathDepth 6 \
    r2r_end "counter[5]" \
    drtAntennaViolNets 0 \
    edf_count 0 \
    synth_area_um2 488 \
    p_sw_frac 0.394 \
    cts_root_buffer "clkbuf_4" \
    cts_made_buffers 3 \
    path_class "input pin to flop" \
]
==> synthesized netlist by cell type, drive strengths merged, types with 2 or more instances <==
master,count
dfrtp,6
inv,5
nand2,5
o21ai,5
ha,4
nor2,4
nor3,4
a211oi,3
a21oi,3
a21o,2
clkbuf,2
nand4,2
nor2b,2
o21a,2
==> power by group through the flow <==
| stage | Combinational, mW | Clock, mW | Sequential, mW |
|---|---|---|---|
| after CTS | 0.568 | 0.0996 | 0.283 |
| after global routing | 0.696 | 0.111 | 0.295 |
| final | 0.602 | 0.0944 | 0.285 |
==> worst max-delay path, cell delays in order <==
cell and delay [ps]:
clkdlybuf4s50_1 490, inv_2 70, buf_4 140, ha_1 320, o21ai_2 80, o21ai_1 80, a21o_1 190, a31o_1 230
a211oi_2 220
==> layout make-up <==
type,instances,share of cell area
Tap cell,46,0.0800
Multi-Input combinational cell,43,0.470
Sequential cell,6,0.209
Clock buffer,3,0.0313
Timing Repair Buffer,15,0.184
Inverter,5,0.0261
==> timing repair <==
item,4_1_cts,5_1_grt
buffers inserted,0,0
endpoints found under the setup margin,0,2
resized,0,9
==> worst min-delay path by stage <==
| stage | from | end | slack [ps] | depth (start not counted) |
|---|---|---|---|---|
| 5_1_grt | reset | counter[0] | 430 | 2 |
| 4_1_cts | reset | counter[4] | 410 | 2 |
| 6_report | reset | counter[4] | 410 | 2 |
==> through the flow <==
stage / setup TNS (ps) / util / worst slack (ps) / total power [mW]
final: 0 / 0.211 / 79.3 / 0.981
after global routing: -3.40 / 0.211 / -3.40 / 1.10
after CTS: 0 / 0.203 / 8.65 / 0.951
after detailed placement: -417 / 0.196 / -235 / 0.848
after global placement: -401 / 0.196 / -205 / 0.827
after floorplan: 0 / - / 8.73 / 0.574
==> per-layer routing <==
metal	part of all wire	vias up	wire length [um]
met5	0	-	0
met3	0.087	0	104
met2	0.42	11	509
met1	0.49	201	588
li1	-	233	-
met4	0	0	0
==> cell families after synthesis <==
family	after synthesis	synth area share
buffers and inverters	7	0.0539
AND/OR/NAND/NOR	21	0.249
AND-OR/OR-AND	17	0.246
flip-flops	6	0.308
adder cells (fa/ha/maj)	5	0.144
No activity file was given, so power comes from the tool's default toggle rates.
