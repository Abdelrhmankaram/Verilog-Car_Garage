**design.v**
```verilog
module FSM(Open_Button,reset,car_in_out,internal,status);
	input Open_Button, reset, car_in_out;
 	output reg status; 
	output reg [5:0] internal; 
 reg [1:0] stat; 
 parameter s0=0,s1=1,s2=2,s3=3; 
 always @(posedge Open_Button or posedge reset) begin
  if(reset) begin
   stat<=s0;
   internal<=6'b0;  
  end  
  else begin 
   case(stat)
     s0:if(car_in_out) begin
                       stat<=s1; internal<=internal+1; status<=0;
		    end
       else stat<=s0;
     s1:if(car_in_out==1 && internal<49) begin
				      stat<=s1; internal<=internal+1; status<=0;
				      end
        else if(car_in_out && internal==49) begin
					     stat<=s3; internal<=50; status<=1;
					     end
        else if(car_in_out==0) begin
			      stat<=s2; internal<=internal-1; status<=0;
			      end
     s2:if(!car_in_out && internal>1) begin
				      stat<=s2; internal<=internal-1;status<=0;
				      end
        else if(!car_in_out && internal==1) begin
					    stat<=s0; internal<=0; status<=0;
					    end
        else if(car_in_out) begin
			    stat<=s1; internal<=internal+1; if(internal==50)begin status<=1;stat<=3; end else status<=0; 
			    end
     s3:if(car_in_out) begin
		       stat<=s3;internal<=50; status<=1;
		       end
        else if(!car_in_out) begin
			     stat<=s2;internal<=internal-1; status<=0;
			     end
     endcase
  end
 end 
endmodule
module FSM_tb();
	wire btn;reg reset,in;wire[5:0] count;wire st;
FSM s(btn,reset,in,count,st);
initial begin
	reset=1;in=1;#100; 
	reset=0;in=1;#100; 
	reset=0;in=1;#100; 
	reset=0;in=0;#100; 
	reset=1;in=1;#100; 
	reset=0;in=1;#100; 
end
endmodule
```
**run.sh**
```bash
#!/bin/bash
# OpenROAD 26Q1-2900-gdf79404cd8, Yosys 0.63+post, stock flow scripts
make -C /OpenROAD-flow-scripts/flow DESIGN_CONFIG=/design/flow/config.mk WORK_HOME=/design/flow/orfs finish
```
**config.mk**
```make
export PLATFORM = sky130hd
export DESIGN_NAME = FSM
export DESIGN_NICKNAME = FSM
export VERILOG_FILES = /design/flow/design.v
export SDC_FILE = /design/flow/constraint.sdc
export NUM_CORES = 4
export LEC_CHECK = 1
export CORE_AREA = 10 10 92 92
export DIE_AREA = 0 0 102 102
```
**constraint.sdc**
```tcl
current_design FSM

set clk_period 3.5
set clk_io_pct 0.2

create_clock -name clk0 -period $clk_period [get_ports {Open_Button}]

set non_clock_inputs [all_inputs -no_clocks]
set_input_delay [expr $clk_period * $clk_io_pct] -clock clk0 $non_clock_inputs
set_output_delay [expr $clk_period * $clk_io_pct] -clock clk0 [all_outputs]
```
==> summary.txt <==
CP required: 3.66 ns
Yosys top cell area share: 21.7%
Final core utilization: 19.1%
Final wirelength: 2800 um
Cell taking the most area after synthesis: dfrtp_1
Buffers and inverters on the worst path: 1
Most numerous cell in the Yosys netlist: nand2_1
Drt via density: 4.95
Register area: 282 sq um
CTS Root Cell: clkbuf_8
Cell Area, Synth: 1040 sq um
Clk ins delay skew pair: 0.24 ns
Tool warnings: 28
Initial drt markers: 222
Commonest flop: dfrtp_1
Share of cells above drive strength 1: 9.70%
Synth Seq Share: 27.1%
Initial antenna violation count: 0
HPWL Detailed: 2060 um
PD cells: 768 nW/um^2
Leak: 0.436 nW
ANT nets after route: 0
Crit Path Max Fanout: 8
Number of global-route vias before repair: 951
Place WS: 1.06 ns
Logic area: 681 sq um
Top cells, area: dfrtp_1 22%, ha_1 6.0%, a21oi_1 4.8%, nand2_1 4.3%, nor2_1 3.6%
GP Congestion: 0.942
Final worst slack: 1.25 ns
Max_cap viols: 0
I/O Buffers: 9
Hold Violations, Final: 0
N_diodes: 0
CP Launch Type: flip-flop
Vias: 1044
Outcome: finished clean
Cell Chain, Critical Path: inv_1 > ha_1 > or2_2 > a41oi_1 > a21boi_0 > a311oi_1 > a21oi_1
CP max stage delay: 0.49 ns
Top cells by count, synth: 12 x nand2_1, 10 x a21oi_1, 10 x nor2_1
Post-layout period usage: 64.3%
Endpoints failing setup: 0
CTS max path bufs: 2
Kind of end point of the critical path: flip-flop
DR WL/cell: 13.3 um
Peak supply drop: 178 uV
Placed cells: 207
Post-Layout Inst Area: 1230 sq um
Htree depth: 1
Unrepaired setup endpoints after global routing: no
Total grt overflow: 0
# Cells Yosys: 128
Drt pass-1 iters: 6
Clock Skews: 0.00601 ns
# rows: 29
Ys flops: 11
Die x size: 102 um
Die area: 10400 sq um
Max transition margin: 65.6%
Fmax achieved: 444 MHz
Non-Filler Instances: 211
Distinct cells, synth: 48
Crit path max-delay family: AND-OR/OR-AND gates
DP Area: 1190 sq um
Core Util at FP: 16.1%
Crit Path Class: flip-flop to flip-flop
WP data arrival: 2.41 ns
Post-synth EDFFs: 1
CTS tree: built
YS warnings: 1
Syn avg cell area: 8.10 sq um
GRT Total Usage: 5.50%
Synthesized chip area reported by yosys: 1040 sq um
Pin count of the biggest net entering global routing: 17
Worst-Margin Slew: 0.516 ns
Cts hold-fix bufs: 0
Slowest CP cell: dfrtp_1
Sink Count: 11
First-pass GRT wire length: 4790 um
Hold WC Path Type: flip-flop to flip-flop
Async S/R FF share, synth: 90.9%
Final Slew Violations: 0
TritonCTS buffer count: 3
Setup TNS: 0 ns
Post-Syn Instances: 128
Post-route minimum period: 2.25 ns
Post-CTS setup buffer count: 0
Worst-path clk slew: 0.05 ns
Core ar.: 6460 sq um
Post-CTS resize count: 0
Area growth, synth to finish: 18.7%
Drt drc: 0
Boundary pin count: 10
Die Height: 102 um
Fillcell total: 707
logic make-up (layout without fill, tap and decap cells):
family / Yosys count / count (layout) / share of synthesized area (%)
buffers and inverters: 16 / 22 / 7.24
AOI/OAI and AO/OA: 43 / 43 / 30.3
and+or+nand+nor: 47 / 47 / 24.1
xor gates and xnor gates: 5 / 5 / 4.22
muxes: 1 / 1 / 0.965
adders and majority gates: 5 / 5 / 6.03
DFF: 11 / 11 / 27.1
layer usage:
layer / track usage (%) / routed length (um) / vias up
met5: 0 / 0 / -
met4: 1.08 / 53 / 0
met3: 1.23 / 298 / 8
met2: 8.94 / 1360 / 68
met1: 7.37 / 1080 / 480
li1: - / - / 488
stage by stage:
| stage | power [mW] | hold slack [ns] |
|---|---|---|
| after floorplan | 0.648 | 0.497 |
| after global placement | 0.827 | 0.548 |
| after detailed placement | 0.804 | 0.545 |
| after CTS | 0.941 | 0.557 |
| after global routing | 1.03 | 0.595 |
| final | 0.946 | 0.563 |
registers in the layout, summed over array words and instances, names as in the netlist:
register  count
status        1
stat          4
internal      6
power by group:
part	leakage [nW]	switching, mW	total [mW]	internal [mW]
Combinational	0.278	0.290	0.532	0.242
Clock	0.0228	0.0499	0.130	0.0801
Sequential	0.135	0.115	0.284	0.168
layout make-up:
class                   count  share of cell area (%)
clock buffers               4                    3.66
inverters                   8                    2.44
multi-input cells         101                    55.3
flip-flops and latches     11                    22.9
well taps                  77                    7.83
repair buffers             10                    7.93
worst paths after layout:
path | start | to | slack, ns | depth (start not counted)
worst max-delay path | internal[0] | internal[2] | 1.25 | 7
worst min-delay path | stat[0] | stat[0] | 0.56 | 2
worst max register to register | internal[0] | internal[2] | 1.25 | 7
worst min register to register | stat[0] | stat[0] | 0.56 | 2
max in group asynchronous | reset | stat[0] | 2.39 | 2
min in group asynchronous | reset | internal[4] | 0.78 | 2
worst reg2reg max path: cells and delay by family (launching register included):
family	cells	cell delay [ns]
AND-OR/OR-AND	4	0.88
adder cells (fa/ha/maj)	1	0.32
buffers and inverters	1	0.16
flip-flops	1	0.49
AND/OR/NAND/NOR	1	0.32
layout by cell type, fill, tap and decap left out, types with 2 or more instances in the layout:
cell type and instances:
nand2_1 12, nand3_1 5, a31oi_1 4, o211ai_1 2, dfrtp_1 9, o21a_1 3, a21boi_0 2, nor3_1 3
nor2_1 10, a221oi_1 2, o21ai_0 5, nand2b_1 2, inv_1 8, nand4_1 3, or2_2 2, ha_1 5
a21oi_1 10, a211oi_1 2, clkdlybuf4s50_1 9, xnor2_1 4, clkbuf_8 3, o22ai_1 2
Power is estimated from default activity; no workload was simulated.
